`./config.mk`:
```
export PLATFORM = sky130hd
export DESIGN_NAME = counter
export DESIGN_NICKNAME = counter
export VERILOG_FILES = /design/flow/design.v
export SDC_FILE = /design/flow/constraint.sdc
export NUM_CORES = 4
export LEC_CHECK = 1
export CORE_AREA = 10 10 70 70
export DIE_AREA = 0 0 80 80
```
`./constraint.sdc`:
```
current_design counter

set clk_period 1.0
set clk_io_pct 0.2

create_clock -name clk0 -period $clk_period [get_ports {clk}]

set non_clock_inputs [all_inputs -no_clocks]
set_input_delay [expr $clk_period * $clk_io_pct] -clock clk0 $non_clock_inputs
set_output_delay [expr $clk_period * $clk_io_pct] -clock clk0 [all_outputs]
```
`./design.v`:
```
module counter #(
    parameter WIDTH = 4
) (
    input logic clk,
    input logic rst_n,
    input logic en,
    output logic [WIDTH-1:0] count
);
always_ff @(posedge clk or negedge rst_n) begin
    if (!rst_n) 
        count <= 0;
    else if (en)
        count <= count + 1;
    end
endmodule
```
`./run.sh`:
```
#!/bin/bash
# OpenROAD 26Q1-2900-gdf79404cd8, Yosys 0.63+post, stock flow scripts
make -C /OpenROAD-flow-scripts/flow DESIGN_CONFIG=/design/flow/config.mk WORK_HOME=/design/flow/orfs finish
```
==> notes.md <==
Purpose: to document the outcome of synthesis and place and route.

Final layout
The layout stage reports a final design area of 368 sq um. The top cell types in the final layout, fill and taps aside, are sky130_fd_sc_hd__buf_4, sky130_fd_sc_hd__dfrtp_1, sky130_fd_sc_hd__clkbuf_4, sky130_fd_sc_hd__buf_2. The top cell type in the final layout, fill and taps aside, is sky130_fd_sc_hd__buf_4. The largest registers in the layout are count: 4 flops. In the final layout, the share of cells above drive strength 1 is 57.1%.

The final cell count without fillers is 74. Between the synthesized netlist and the finished layout, the area growth was recorded as 130%. The flip-flop count of the largest register after layout is 4. count holds more flip-flops than any other register.

Pwr
Across the VDD grid, the largest voltage drop is 0.00110 V. The leakage power of the design is 0.154 nW. The design draws 0.00109 W.

In this run the power density over the cells is 2970 nW/um^2.

Timing
In the final report, the number of endpoints failing setup comes to 2. The worst path uses 109% of the clock period. Setup slack on the critical path of the routed design comes to -0.0936 ns. The final timing report lists clock skew as 0.00163 ns. Setup repair after global routing could not meet its margin everywhere. In the final report, the number of pins over their slew limit comes to 0. After routing, the total negative slack on setup checks comes to -0.164 ns. Based on the critical path, the design can be clocked at up to 914 MHz. The worst-margin pin slew is 0.177 ns. The worst-case headroom to the max-slew limit is 88.2%. Counting I/O delays and the setup requirement, the final critical path takes 1.09 ns. The number of failing hold endpoints at the final stage is 0.

Global route
The first global-routing pass estimated 917 um of wire. The via count of the first global-routing pass came to 193. The number of antenna violations at the first check in global routing is 0. The total global routing overflow is 0.

The largest net degree at the start of global routing is 5. The total routing resource utilization after global routing is 2.02%.

Floorplanning
The area of the core is 3420 sq um. The vertical die dimension reported for this design is 80 um. The initial core utilization is 4.69%. The floorplan has 21 rows. For this design the top-level I/O count stands at 7.

The floorplan die width is 80 um. The chip occupies 6400 sq um.

Logic synthesis
Summing the areas of all compound-gate instances in the mapped netlist gives 0% of the synthesized area. The synthesis report lists the most area-consuming cells as sky130_fd_sc_hd__dfrtp_1, sky130_fd_sc_hd__xnor2_1, sky130_fd_sc_hd__ha_1, sky130_fd_sc_hd__mux2_2, sky130_fd_sc_hd__xor2_1. Once synthesis finished, the tally of register bits stood at 4. The proportion of synthesized area in mux cells is 7.03%. Sequential cells were found to cover 62.5% of the synthesized design area. The xor/xnor share of the synthesized area is 16.4%. The dominant kind of combinational cell is XOR/XNOR gates. After Yosys synthesis, full adders, half adders and majority gates account for 7.81% of the synthesized area. For this run, the number of Yosys warnings is 1.

In the synthesis report, Yosys lists the chip area as 160 sq um. The number of cells in Yosys stat is 11. Synthesis instantiated 7 different standard cells from the library. Dividing the synthesized area by the synthesized cell count gives 14.6 sq um. Synthesis produced a netlist whose cell count is 11. The synthesized area is 160 sq um. The area fraction of the dominant cell type after synthesis is 62.5%. The dominant cell type by area after synthesis is sky130_fd_sc_hd__dfrtp_1.

The fraction of the mapped netlist area in simple logic gates is 6.25%.

Clocking
The level count of the clock H-tree is 1. The total clock sinks is 4. The number of buffers inserted during clock tree synthesis is 3. The number of hold buffers added after CTS was 0.

The buffer levels on the longest clock path is 2. The clock tree root buffer cell is sky130_fd_sc_hd__clkbuf_4. Looking at the worst setup and hold paths, the clock pins of their registers show a slew of 0.04 ns.

The latest clock arrival within the worst-skew pair is 0.24 ns. TritonCTS built the clock tree.

Setup path
Traced cell by cell, the critical path runs through buf_6 > ha_4 > mux2_4. The capture point of the worst reg-to-reg path is count[1]. The worst setup path category is reg -> reg. For the worst flop-to-flop path, the logic depth is 3.

The slowest stage of the critical path belongs to the cell sky130_fd_sc_hd__dfrtp_1. The number of buffer and inverter stages on the critical path is 1. The worst register-to-register path has a setup slack of -0.09 ns.

STA lists the startpoint of the worst register-to-register path as count[0]. The startpoint class of the critical path is a register. The kind of cell adding the most delay to the critical path is flip-flops. Data on the critical path arrives at its endpoint at 1.21 ns. The longest individual stage delay on the worst path is 0.38 ns. The largest fanout on the critical path is 2. STA classifies the critical path endpoint as a register. For the worst setup path, the data required time is 1.12 ns.

Drt
After detailed routing, the average wire length per cell comes to 7.54 um. The number of diodes added for antenna fixing is 0. The number of vias in the routed layout is 152.

The first routing iteration left 0 violations. The wire length reported by the detailed router is 558 um. The detail-routed via count per cell is 2.05. The iteration count recorded for the first detailed-route pass is 1.

The detail route stage leaves a number of antenna-violating nets equal to 0. For this run, design rule violations remaining after detail routing come to 0.

Status
The checks that failed: setup timing. The flow ran to the end, but the final reports show violations.

Placement
Routability-driven placement finished with a final weighted congestion of 0.643. STA on the placed design reports a worst setup slack of -0.212 ns. In this run the tool buffered the top-level ports with 6 buffer cells. The detailed placer reported the number of placed instances as 66. The instance area after placement is 300 sq um.

Run
Max-cap violations in this run came to 0. The number of warnings reported in the stage logs is 28.

Min path
The type of the tightest min-delay check is in -> async.
## cell families (layout without fill, tap and decap cells)
group / count (synthesis) / after routing
DFF: 4 / 4
xor gates and xnor gates: 3 / 3
and+or+nand+nor: 2 / 2
adders and majority gates: 1 / 1
muxes: 1 / 1
buffers and inverters: 0 / 17
## how the worst max path moves through the flow
stage / startpoint / to / slack (ns) / cells after the start
CTS: count[0] / count[1] / -0.09 / 3
global route: count[0] / count[1] / -0.12 / 3
finish: count[0] / count[1] / -0.09 / 3
## layer usage
metal	vias up	global-route usage [%]	wire, um
met5	-	0	0
met4	0	0.528	11
met3	2	1.82	63
met2	10	2.17	174
met1	67	2.74	309
li1	73	-	-
## power breakdown
part	leakage [nW]	switching (W)	total (W)	internal (W)
combinational	0.0934	0.000199	0.000587	0.000388
clock	0.0138	0.0000714	0.000206	0.000135
sequential	0.0469	0.0000507	0.000300	0.000250
total	0.154	0.000321	0.00109	0.000772
## area by class of cell
| type | count | area, sq um |
|---|---|---|
| fill | 403 | 3050 |
| clock buffer | 3 | 22.5 |
| timing repair buffer | 14 | 111 |
| tap | 46 | 57.6 |
| multi-input combinational | 7 | 76.3 |
| sequential | 4 | 100 |
## cells in the mapped netlist
library cell and count:
sky130_fd_sc_hd__dfrtp_1 4, sky130_fd_sc_hd__xnor2_1 2, sky130_fd_sc_hd__ha_1 1, sky130_fd_sc_hd__mux2_2 1, sky130_fd_sc_hd__nand2_1 1, sky130_fd_sc_hd__nand4_1 1
sky130_fd_sc_hd__xor2_1 1
## stage by stage
stage / hold WS, ns / utilization [%]
finish: 0.159 / 10.8
global route: 0.154 / 10.8
CTS: 0.159 / 10.8
detailed placement: 0.412 / 8.79
global placement: 0.410 / 8.79
floorplan: -0.0956 / -
## timing repair
action | in CTS | in global routing
resized | 15 | 0
setup endpoints to repair | 5 | 2
setup buffers | 5 | 0
pin swaps | 1 | 0
No activity file was given, so power comes from the tool's default toggle rates.
