File: ./design.v
module updown_fsm #(
    parameter WIDTH = 4
) (
    input logic clk,
    input logic rst_n,
    output logic [WIDTH-1:0] count
);
typedef enum logic {
    UP,
    DOWN
} state_t;
state_t state, next_state;
always_ff @(posedge clk or negedge rst_n) begin
    if (!rst_n)
        state <= UP;
    else begin
        state <= next_state;
    end
end
always_ff @(posedge clk or negedge rst_n) begin
    if (!rst_n)
        count <= 0;
    else begin
        case (state)
            UP: begin
                if (count == 10)
                    count <= count - 1;
                else
                    count <= count + 1;
            end
            DOWN: begin
                if (count == 0)
                    count <= count + 1;
                else
                    count <= count - 1;
            end
        endcase
    end
end
always_comb begin
    next_state = state;
    case (state)
        UP:   if (count == 10) next_state = DOWN;
        DOWN: if (count == 0)  next_state = UP;
    endcase
end
endmodule
File: ./run.sh
#!/bin/bash
# OpenROAD 26Q1-2900-gdf79404cd8, Yosys 0.63+post, stock flow scripts
make -C /OpenROAD-flow-scripts/flow DESIGN_CONFIG=/design/flow/config.mk WORK_HOME=/design/flow/orfs finish
File: ./config.mk
export PLATFORM = sky130hd
export DESIGN_NAME = updown_fsm
export DESIGN_NICKNAME = updown_fsm
export VERILOG_FILES = /design/flow/design.v
export SDC_FILE = /design/flow/constraint.sdc
export NUM_CORES = 4
export LEC_CHECK = 1
export CORE_AREA = 10 10 70 70
export DIE_AREA = 0 0 80 80
File: ./constraint.sdc
current_design updown_fsm

set clk_period 1.3
set clk_io_pct 0.2

create_clock -name clk0 -period $clk_period [get_ports {clk}]

set non_clock_inputs [all_inputs -no_clocks]
set_input_delay [expr $clk_period * $clk_io_pct] -clock clk0 $non_clock_inputs
set_output_delay [expr $clk_period * $clk_io_pct] -clock clk0 [all_outputs]
==> results.cfg <==
; synthesis and place-and-route metrics
[critical_path]
cpPeakStageDelay_ns = 0.41
startpoint_type = register
critPathSlowestCell = dfrtp_1
cp-end-kind = register
cp_cell_sequence = buf_6 -> ha_4 -> nor2b_4 -> o21ai_2 -> a22o_1 -> o311ai_1
criticalPathCategory = reg -> reg
required_ns = 1.42
cp_max_fo = 3
reg2reg_depth = 6
cp_data_arrival_time_ns = 1.48

[global_route]
grt_max_degree = 8
grt_use_met2_pct = 4.90
grt_pass1_wl_mm = 1.57
antenna_found_initial = 0
gr-total-overflow = 0
met1_usage_pct = 3.96
gr-usage-all-layers_pct = 3.18
grt_pass1_vias = 311
busiest_layer = met2
gr-usage-met3_pct = 1.82

[die]
initCoreUtil_pct = 9.60
chip_area_sq_mm = 0.00640
die_w_um = 80
rows = 21
die_h_um = 80
core_area_sq_mm = 0.00342
io_pins = 6

[timing]
fin_ws_ns = -0.0625
hold_viol = 0
fin_crit_sh_pct = 105
rsz0062_at_grt = yes
setup_viol = 4
final-max-slew-violation-count = 0
tightest_slew_ns = 0.230
fmax_ghz = 0.734
fin_worst_skew_ns = 0.00454
min_period_ns = 1.36
timing.slew.headroom_pct = 84.4

[job]
warnings = 30
cap_violations = 0

[synth]
top_area_cell = dfrtp_1
numSynthFlops = 5
ys_cells = 33
area_leaders = dfrtp_1, ha_1, inv_1, o41ai_2, nand2_1
synth_top_area_share_pct = 38.2
ys_area_sq_um = 328
synth.distinct_cells = 18
yosys_warnings = 1
synthesis.area_sq_um = 328
synth.avg_cell_area_sq_um = 9.93
postSynthSeqShare_pct = 38.2
netlist_instances = 33

[outcome]
status = complete, but fails checks
violations = setup timing

[placed_design]
hpwlAfterDp_um = 568
gp_congestion = 0.812
portBuffers = 5

[detailed_routing]
vias = 330
wl_per_cell_um = 9.23
n_antenna_cell = 0
viasPerCell = 3.24
drt-initial-drc-count = 2
drc_errors = 0
drtAntennaViolNets = 0
drtPass1Iterations = 4
drt_wl_total_um = 941

[pwr]
peakVddDrop_v = 0.000219
p_leak_nw = 0.298
power_density_mw_per_mm2 = 541
finalPower_uw = 346

[cells_and_area]
utilization_pct = 18.7
area_growth_pct = 95.0
drive_above_1_share_pct = 55.4
final_cell_mix = buf_4, inv_1, dfrtp_1, dlygate4sd2_1
lay_top_count = buf_4

[clocking]
htreeDepth = 1
cts.sinks = 5
cts_tree = done
clk_latency_ns = 0.25
numCtsBuffers = 3
cts_buffer_depth = 2
cts_root_buf = clkbuf_4
clk_pin_slew_ns = 0.05
ctsHoldBuffers = 0

[worst_hold_path]
hp-class = in -> async
==> flip-flops by register name, summed over array words and instances, names as in the netlist <==
register / cells
count: 4
state: 1
==> Yosys cell counts (all sizes together) <==
cell type and number:
a21oi 2, a22o 1, and4 1, dfrtp 5, ha 4, inv 5, mux2 1, nand2 4
nand4 1, nor2 1, nor2b 1, nor3 1, o21ai 2, o311ai 1, o41ai 1, or2b 1
xor2 1
==> stage by stage <==
stage | hold WS [ns] | setup slack [ns] | cells | TNS (ns) | instance area (sq um)
final | 0.242 | -0.0625 | 102 | -0.144 | 639
after global routing | 0.251 | -0.116 | 102 | -0.457 | 639
after CTS | 0.254 | -0.0516 | 100 | -0.0956 | 611
after detailed placement | 0.513 | -0.0163 | 88 | -0.0345 | 465
after global placement | 0.509 | -0.00387 | 88 | -0.00387 | 465
after floorplan | -0.0356 | 0.0121 | 33 | 0 | 328
==> worst max-delay path, delay by kind of cell (launching register included) <==
family	cells	cell delay [ns]
simple gates	1	0.12
flops	1	0.41
fa+ha+maj	1	0.14
compound gates	3	0.43
buf+inv	1	0.14
==> final cells by class <==
cell class	instances	area (sq um)
Fill cell	380	2780
Multi-Input combinational cell	23	241
Timing Repair Buffer	19	161
Sequential cell	5	126
Tap cell	46	57.6
Clock buffer	4	26.3
Inverter	5	26.3
==> worst paths after layout <==
path	startpoint	end	slack, ns
max reg2reg	count[1]	count[2]	-0.06
min in group clk0	state	count[3]	0.60
max in group asynchronous	rst_n	count[2]	0.84
min	rst_n	count[3]	0.24
min reg2reg	state	count[3]	0.60
max	count[1]	count[2]	-0.06
==> layer usage <==
metal	share of wire [%]	routed length [um]	vias to the layer above
met5	0	0	-
met4	0	0	0
met3	5.8	55	0
met2	48	454	5
met1	46	431	164
li1	-	-	161
==> what timing repair did <==
item / CTS / global route
pin swaps: 3 / 6
buffers inserted: 8 / 2
gates resized: 18 / 5
hold endpoints to repair: 0 / 0
endpoints found under the setup margin: 7 / 5
==> cells by family (layout without fill, tap and decap cells) <==
logic type	Yosys count	after routing	synth area share, %
compound gates	7	7	17.6
flops	5	5	38.2
fa+ha+maj	4	4	15.3
buf+inv	5	28	5.73
mux	1	1	3.43
simple gates	10	10	17.2
xor+xnor	1	1	2.67
==> where the power goes <==
group	total, mW	internal [mW]	leakage, nW	switching, mW
logic	0.00578	0.00267	0.220	0.00311
registers	0.156	0.156	0.0636	0
clock network	0.184	0.116	0.0150	0.0675
total	0.346	0.275	0.298	0.0706
Power figures rest on the tool's default switching activity, not on a simulated workload.
