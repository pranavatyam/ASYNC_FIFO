--- flow/design.v ---
module fifo_sync #(
    parameter int DW = 8,
    parameter int DEPTH = 8
)(
    input  logic clk,
    input  logic rst_n,
    input  logic w_en,  
    input  logic [DW-1:0] w_data,  
    output logic full,  
    input  logic r_en,  
    output logic [DW-1:0] r_data,  
    output logic empty  
);
    localparam int AW = $clog2(DEPTH);
    logic [DW-1:0] mem [0:DEPTH-1];  
    logic [AW-1:0] w_ptr, r_ptr;  
    logic [AW:0] count;  
    always_ff @(posedge clk or negedge rst_n) begin
        if (!rst_n) begin
            w_ptr <= '0;
        end else if (w_en && !full) begin 
            mem[w_ptr] <= w_data;
            w_ptr <= w_ptr + 1'b1;
        end
    end
    always_ff @(posedge clk or negedge rst_n) begin
        if (!rst_n) begin
            r_ptr  <= '0;
            r_data <= '0;
        end else if (r_en && !empty) begin
            r_data <= mem[r_ptr];
            r_ptr  <= r_ptr + 1'b1;
        end
    end
    always_ff @(posedge clk or negedge rst_n) begin
        if (!rst_n) begin
            count <= '0;
        end else begin
            unique case ({(w_en && !full), (r_en && !empty)})
                2'b10: count <= count + 1'b1;  
                2'b01: count <= count - 1'b1;  
                default: count <= count;  
            endcase
        end
    end
    localparam logic [AW:0] DEPTH_U = (AW+1)'(DEPTH);
    assign full  = (count == DEPTH_U);
    assign empty = (count == '0);
endmodule
--- flow/config.mk ---
export PLATFORM = sky130hd
export DESIGN_NAME = fifo_sync
export DESIGN_NICKNAME = fifo_sync
export VERILOG_FILES = /design/flow/design.v
export SDC_FILE = /design/flow/constraint.sdc
export NUM_CORES = 4
export LEC_CHECK = 1
export CORE_UTILIZATION = 50
--- flow/constraint.sdc ---
current_design fifo_sync

set clk_period 3.1
set clk_io_pct 0.2

create_clock -name clk0 -period $clk_period [get_ports {clk}]

set non_clock_inputs [all_inputs -no_clocks]
set_input_delay [expr $clk_period * $clk_io_pct] -clock clk0 $non_clock_inputs
set_output_delay [expr $clk_period * $clk_io_pct] -clock clk0 [all_outputs]
--- flow/run.sh ---
#!/bin/bash
# OpenROAD 26Q1-2900-gdf79404cd8, Yosys 0.63+post, stock flow scripts
make -C /OpenROAD-flow-scripts/flow DESIGN_CONFIG=/design/flow/config.mk WORK_HOME=/design/flow/orfs finish
==> Slide: Implementation Results <==
Flow Results at a Glance

Run status
  • Outcome: completed

Synth
  • Mapped Cells: ~230
  • Top comb family, area: AND-OR/OR-AND gates
  • XOR Share, Synth: 0.0101
  • Seq/Total Area, Yosys: 0.682
  • Yosys cell count: 228
  • #FFs+latches synth: 82
  • Ys Warns: 2
  • AND-OR/OR-AND Cells, Area Fraction: 0.106
  • Yosys chip area: around 0.0035 mm2
  • Mux area share: 0.0324
  • Yosys top cell by area: edfxtp_1
  • Top cells, area: edfxtp_1 (55%), dfrtp_1 (13%), ha_1 (5.4%)
  • Simple Share, Synth: 0.0787
  • Synth top area share: 0.552
  • Adders+Majority by Area: 0.0597
  • Mapped cell area: 0.00348 mm2
  • Synth Area per Inst: ~15 um2
  • Number of distinct library cells after synthesis: 39

CTS
  • Clk buf depth: 2
  • Num CTS Buffers: 9
  • Clock H-tree levels: 3
  • Post-CTS Resized: 0
  • Worst-path clk slew: roughly 0.080 ns
  • CTS tree: yes
  • # hold bufs at CTS: 0
  • Clk latency of the worst-skew pair: between 0.3 and 0.4 ns
  • Setup bufs post-CTS: 0
  • Root Driver: clkbuf_8
  • Sink Count: approximately 82

GRT
  • Vias in the first global route: approximately 1900
  • GRT Total Usage: 0.213
  • Grt total ovfl: 0
  • Maximum number of pins on one net before global-route repair: 21
  • Global-route wire length before repair: 10300 um
  • Initial antenna violation count: 0

Floorplanning
  • Core ar.: 0.00676 mm2
  • Fp_density: 0.515
  • Die width: approximately 85 um
  • Die H: between 80 and 90 um
  • Die area: approximately 0.0073 mm2
  • Core Rows: 30
  • Top-Level Pins: 22

Critical path
  • Critical-path cell list: clkdlybuf4s50_1 > a21boi_1 > inv_1 > ha_1 > ha_1 > a21o_1 > a2111oi_2 > a31oi_1 > a311o_1
  • Crit path largest cell delay: roughly 0.45 ns
  • Most used cell, CP: ha_1
  • Slowest cell on the critical path: clkdlybuf4s50_1
  • Peak fanout along the critical path: 5
  • Worst path arrival time: 2.82 ns
  • Setup CP Type: input port to flip-flop
  • Largest delay share family, worst path: AND-OR/OR-AND gates
  • Worst setup SP type: input port
  • CP Buf/Inv Count: 2
  • WP data required: between 3 and 4 ns
  • Crit. End Element: flip-flop

Placement
  • DPL Wire Length: 4020 um
  • Placer Congestion: 0.818
  • PortBufs: 21
  • Cell total after placement: 322

Final layout
  • Final Non-Filler Cells: roughly 340
  • Gate Area: 1000 um2
  • Share of cells above drive strength 1: 0.132
  • P&R area growth vs syn: 13.3%
  • FILL cells: between 500 and 600
  • Reg area: 0.00237 mm2

Timing
  • Max-slew violation count: 0
  • Crit path time final: 2.59 ns
  • Final Hold Fails: 0
  • Max Freq: 386 MHz
  • Tcrit/Tclk final: 0.836
  • Slew margin rel.: 0.560
  • Unrepaired setup endpoints after global routing: false
  • Final setup fails: 0
  • Least-Margin Pin Slew: roughly 0.66 ns
  • Setup TNS Final: 0 ns
  • Max Clock Skew: about 0.011 ns

Detailed routing
  • Vias/cell: about 5.7
  • Post-DRT Antenna Nets: 0
  • Ant diodes: 0
  • Routed via count: between 1500 and 2000
  • # DRC: 0
  • Total length of routed wires: between 6000 and 7000 um
  • Initial DRC count: approximately 110
  • Routed WL per cell: 19.8 um
  • Initial DRT Pass Iterations: 4

Pwr
  • Pleak: 1.47 nW
  • Final Power: about 3.4 mW
  • Peak supply drop: around 0.34 mV
  • Pwr dens: 870 mW/mm2

Flow run
  • Max-cap viol count: 0
  • OpenROAD warning count: 33

Worst hold path
  • Worst min-delay path category: flip-flop to flip-flop
## Yosys cell counts
cell type and n:
edfxtp_1 64, dfrtp_1 18, nand2_1 18, ha_1 15, and3_1 13, a221oi_1 10, inv_1 10, mux2_2 10
nor2_1 8, a22o_1 7, o31ai_1 7, o21ai_0 6, clkbuf_1 4, a222oi_1 3, and2_1 3, buf_2 3
xnor2_1 3, a21oi_1 2, buf_4 2, buf_6 2, nor4_1 2, a2111oi_2 1, a21boi_1 1, a21o_1 1
a311o_1 1, a31oi_1 1, fa_1 1, inv_2 1, nand2b_4 1, nand3b_1 1, nor3_1 1, nor3b_1 1
nor4_4 1, nor4b_1 1, o211a_1 1, o211ai_1 1, o21a_1 1, o41ai_4 1, xor2_1 1
## area by class of cell
type	instances	area share
Timing Repair Buffer	25	0.0609
Sequential cell	82	0.602
Clock buffer	9	0.0314
Clock inverter	6	0.0168
Tap cell	80	0.0254
Multi-Input combinational cell	124	0.253
Inverter	11	0.0105
## stage by stage
| stage | hold slack, ns | cell area, um2 | utilization | setup slack, ns |
|---|---|---|---|---|
| floorplan | 0.324 | 3480 | - | 0.476 |
| global placement | 0.462 | 3750 | 0.556 | 0.202 |
| detailed placement | 0.470 | 3750 | 0.556 | 0.166 |
| CTS | 0.490 | 3940 | 0.584 | 0.515 |
| global route | 0.512 | 3940 | 0.584 | 0.299 |
| finish | 0.482 | 3940 | 0.584 | 0.509 |
## sequential cells by signal, indices dropped and copies added, names as in the netlist
| register | cells |
|---|---|
| mem | 64 |
| r_data | 8 |
| count | 4 |
| r_ptr | 3 |
| w_ptr | 3 |
## worst reg2reg max path, cell delays in order (launching register included)
cell and delay (ns):
dfrtp_1 0.47, o41ai_4 0.40, inv_2 0.09, ha_1 0.26, ha_1 0.29, a21o_1 0.19, a2111oi_2 0.36, a31oi_1 0.07
a311o_1 0.31
## layout by cell type, fill, tap and decap left out, drive strengths merged, types with 4 or more instances in the layout
| master | netlist | routed |
|---|---|---|
| a221oi | 10 | 10 |
| a22o | 7 | 7 |
| and3 | 13 | 13 |
| buf | 7 | 4 |
| clkbuf | 4 | 9 |
| clkdlybuf4s50 | 0 | 21 |
| clkinv | 0 | 4 |
| dfrtp | 18 | 18 |
| edfxtp | 64 | 64 |
| ha | 15 | 15 |
| inv | 11 | 12 |
| mux2 | 10 | 10 |
| nand2 | 18 | 18 |
| nor2 | 8 | 8 |
| o21ai | 6 | 6 |
| o31ai | 7 | 7 |
## metal layers
layer / vias to the layer above / track usage / part of all wire
li1: 925 / - / -
met1: 937 / 0.346 / 0.45
met2: 67 / 0.314 / 0.47
met3: 6 / 0.0819 / 0.076
met4: 0 / 0.0333 / 0.0092
met5: - / 0 / 0
## cells by family (layout without fill, tap and decap cells)
group,count (synthesis),count (layout)
fa+ha+maj,16,16
buf+inv,22,51
flops,82,82
simple gates,50,50
xor+xnor,4,4
mux,10,10
compound gates,44,44
## path summary, 6_finish.rpt
path	from	end	slack, ns	cells past startpoint
worst max register to register	count[1]	count[3]	0.53	8
max in group asynchronous	rst_n	w_ptr[1]	2.13	2
worst min-delay path	r_data[2]	r_data[2]	0.48	2
worst max-delay path	w_en	count[3]	0.51	9
worst min register to register	r_data[2]	r_data[2]	0.48	2
min in group asynchronous	rst_n	r_data[7]	0.74	2
## power breakdown
part           switching [mW]  total, mW  internal, mW
registers               0.134       1.51          1.37
logic                   0.623       1.18         0.553
clock network           0.377      0.747         0.371
total                    1.13       3.43          2.30
Power and IR drop assume default switching activity.
